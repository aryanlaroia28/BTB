## design/flow/run.sh

```bash
#!/bin/bash
# OpenROAD 26Q1-2900-gdf79404cd8, Yosys 0.63+post, stock flow scripts
make -C /OpenROAD-flow-scripts/flow DESIGN_CONFIG=/design/flow/config.mk WORK_HOME=/design/flow/orfs finish
```

## design/flow/config.mk

```make
export PLATFORM = sky130hd
export DESIGN_NAME = fetch_unit_with_btb
export DESIGN_NICKNAME = fetch_unit_with_btb
export VERILOG_FILES = /design/flow/design.v
export SDC_FILE = /design/flow/constraint.sdc
export NUM_CORES = 4
export LEC_CHECK = 1
export CORE_UTILIZATION = 50
```

## design/flow/constraint.sdc

```tcl
current_design fetch_unit_with_btb

set clk_period 40.9
set clk_io_pct 0.2

create_clock -name clk0 -period $clk_period [get_ports {clk}]

set non_clock_inputs [all_inputs -no_clocks]
set_input_delay [expr $clk_period * $clk_io_pct] -clock clk0 $non_clock_inputs
set_output_delay [expr $clk_period * $clk_io_pct] -clock clk0 [all_outputs]
```

## design/flow/design.v

```verilog
module fetch_unit_with_btb (
    input clk,
    input reset,
    input stall,
    input flush,
    input branch_taken_execute,         
    input [31:0] pc_execute,            
    input [31:0] target_pc_execute,     
    output reg [31:0] pc_out,           
    output reg btb_hit,                 
    output reg [31:0] predicted_pc      
);
    localparam NUM_SETS = 16;           
    localparam NUM_WAYS = 4;            
    localparam STRONGLY_NOT_TAKEN = 2'b00;
    localparam WEAKLY_NOT_TAKEN   = 2'b01;
    localparam WEAKLY_TAKEN       = 2'b10;
    localparam STRONGLY_TAKEN     = 2'b11;
    reg [27:0] btb_tag [NUM_SETS-1:0][NUM_WAYS-1:0];          
    reg [31:0] btb_target_pc [NUM_SETS-1:0][NUM_WAYS-1:0];    
    reg [1:0] btb_predictor [NUM_SETS-1:0][NUM_WAYS-1:0];     
    reg btb_valid [NUM_SETS-1:0][NUM_WAYS-1:0];               
    reg [1:0] fifo_pointer [NUM_SETS-1:0];                    
    reg [31:0] current_pc;
    wire [3:0] set_index;               
    wire [27:0] tag_bits;               
    wire [3:0] set_index_execute;
    wire [27:0] tag_bits_execute;
    assign set_index_execute = pc_execute[5:2];  
    assign tag_bits_execute = pc_execute[31:6];  
    assign set_index = current_pc[5:2];
    assign tag_bits = current_pc[31:6];
    always @(*) begin
        btb_hit = 0;
        predicted_pc = current_pc + 4;  
        for (integer i = 0; i < NUM_WAYS; i = i + 1) begin
            if (btb_valid[set_index][i] && btb_tag[set_index][i] == tag_bits) begin
                btb_hit = 1;
                if (btb_predictor[set_index][i][1])  
                    predicted_pc = btb_target_pc[set_index][i];
            end
        end
    end
    always @(posedge clk or posedge reset) begin
        if (reset)
            current_pc <= 32'b0;
        else if (!stall)
            current_pc <= flush ? pc_execute : predicted_pc;
    end
    always @(*) begin
        pc_out = current_pc;
    end
    always @(posedge clk or posedge reset) begin
        if (reset) begin
            for (integer set = 0; set < NUM_SETS; set = set + 1) begin
                for (integer way = 0; way < NUM_WAYS; way = way + 1) begin
                    btb_valid[set][way] <= 0;
                end
                fifo_pointer[set] <= 0;
            end
        end else if (branch_taken_execute || flush) begin   
            integer i, replace_way;
            reg found;
            found = 0;
            for (i = 0; i < NUM_WAYS; i = i + 1) begin
                if (btb_valid[set_index_execute][i] && btb_tag[set_index_execute][i] == tag_bits_execute) begin
                    if ((btb_predictor[set_index_execute][i] == WEAKLY_TAKEN && !branch_taken_execute) ||
                        (btb_predictor[set_index_execute][i] == WEAKLY_NOT_TAKEN && branch_taken_execute)) begin
                        btb_target_pc[set_index_execute][i] <= target_pc_execute;
                    end
                    if (branch_taken_execute) begin
                        btb_predictor[set_index_execute][i] <= (btb_predictor[set_index_execute][i] == STRONGLY_TAKEN) ? STRONGLY_TAKEN :
                                                       (btb_predictor[set_index_execute][i] + 1);
                    end else begin
                        btb_predictor[set_index_execute][i] <= (btb_predictor[set_index_execute][i] == STRONGLY_NOT_TAKEN) ? STRONGLY_NOT_TAKEN :
                                                       (btb_predictor[set_index_execute][i] - 1);
                    end
                    found = 1;
                end
            end
            if (!found) begin
                replace_way = fifo_pointer[set_index_execute];
                btb_tag[set_index_execute][replace_way] <= tag_bits_execute;
                btb_target_pc[set_index_execute][replace_way] <= target_pc_execute;
                btb_predictor[set_index_execute][replace_way] <= branch_taken_execute ? WEAKLY_TAKEN : WEAKLY_NOT_TAKEN;
                btb_valid[set_index_execute][replace_way] <= 1;
                fifo_pointer[set_index_execute] <= (fifo_pointer[set_index_execute] + 1) % NUM_WAYS;
            end
        end
    end
endmodule
```

==> results.yml <==
# generated from flow reports
run_status:
  status: "finished, violations left"
  violations: "max-capacitance violations, max-slew violations"
floorplanning:
  core_mm2: 0.394
  ios: 134
  core.rowCount: 230
  die_height_um: 632
  chipArea_mm2: 0.399
  initCoreUtil_pct: 50.4
  die_x_um: 632
yosys:
  yosys_warnings: 6
  topCombFamilyByArea: "AND-OR/OR-AND gates"
  synth-async-reset-ratio_pct: 3.23
  syn_area_mm2: 0.198
  postSynthCellCount: 14300
  synthDistinctLibCells: 113
  yosys_cells: 14300
  synth_chip_area_mm2: 0.198
  flop_cell: "edfxtp_1"
  ys_sh_xor_pct: 0.658
  ys_seq_share_pct: 59.8
  post_synth_and_or_nand_nor_area_fraction_pct: 5.95
  aoi_share_pct: 15.2
  syn_area_per_cell_um2: 13.8
  synth-edff-count: 3840
  ys_sh_mux_pct: 14.4
  ys_sh_adder_pct: 0.0618
  ys_ff: 3968
setup_path:
  r2r_start: "current_pc[3]"
  timing.rr.end: "current_pc[13]"
  end_kind: "output port"
  crit_type: "flip-flop to output port"
  worstSetupStartpointType: "flip-flop"
  critPathArrivalTime_ps: 10960
  r2r_cells: 19
  path_max_fanout: 29
  required_ps: 32720
  reg2reg_setup_slack_ps: 31890
clock_tree:
  htreeDepth: 5
  clock_path_buffers: 4
  cts_root_buf: "clkbuf_16"
  numCtsBuffers: 432
  ctsHoldBuffers: 0
  post_cts_buffers: 0
  tritoncts: "yes"
  cts_resized: 0
  clk_pin_slew_ps: 60
  clock_sinks: 3968
  clock_insertion_delay_worst_skew_ps: 1090
route:
  vias_per_cell: 7.77
  routedWlPerCell_um: 51.0
  vias: 157000
  drt-pass1-iter-count: 12
  drt-total-wl_um: 1030000
  ant_nets: 0
  drtIter0Drc: 17400
  drc: 0
sta:
  tightest_slew_ps: 1700
  tns_ps: 0
  final.setup_skew_ps: 59.8
  setup_viol: 0
  report.final.slew_viol_count: 5
  max_slew_margin_pct: -13.8
  rsz0062_at_grt: "false"
  fmax_mhz: 52.3
  hold_violations: 0
  period_used_pct: 46.8
  period_minus_slack_ps: 19140
power_and_ir_drop:
  p_switching_mw: 3.42
  peakVddDrop_uv: 41.3
  power_density_mw_per_mm2: 49.4
  power_frac_comb_pct: 19.7
  p_sw_share_pct: 31.3
  p_clk_share_pct: 36.0
  leakagePower_nw: 72.6
  internal_power_mw: 7.50
  p_seq_share_pct: 44.3
placement:
  dp_cells: 19100
  routabilityCongestion: 1.11
  placed_area_mm2: 0.207
  place_hpwl_um: 652000
  portBuffers: 133
worst_hold_path:
  holdCritStartpoint: "btb_valid[15]"
  min_path_cells: 1
  hold_end: "btb_valid[15]"
  hold_class: "flip-flop to flip-flop"
finish:
  final_cells: 20200
  areaGrowthSynthToFinish_pct: 11.6
  layout-drive-gt1-share_pct: 16.5
  stdcell_area_mm2: 0.221
  fillCellCount: 30300
grt:
  grt_max_degree: 159
  grt_pass1_vias: 155000
  grt_use_total_pct: 56.0
  grt_pass1_wl_um: 1370000
  antenna_found_initial: 170
  grt_remaining_overflow: 0
run:
  warning_count: 62
  maxCapViolCount: 1
==> cells by family (layout without fill, tap and decap cells) <==
group / after synthesis / count (layout)
muxes: 2561 / 2561
adders and majority gates: 10 / 10
and+or+nand+nor: 2209 / 2209
xor gates and xnor gates: 149 / 149
DFF: 3968 / 3968
buffers and inverters: 1566 / 1876
other: 0 / 299
AOI/OAI and AO/OA: 3865 / 3865
==> worst max-delay path, stage by stage (launching register included) <==
cell	delay, ps
dfrtp_1	380
buf_4	220
inv_1	180
ha_4	760
nor3_1	150
buf_4	240
nand3_4	470
buf_4	620
buf_4	720
buf_4	730
nor2_1	430
a41oi_1	430
xor2_1	250
nor4_1	360
nand4_1	520
a211oi_4	370
buf_4	360
buf_4	490
a22o_1	510
a21oi_1	220
a21oi_1	640
clkdlybuf4s50_1	600
==> through the flow <==
stage	worst slack (ps)	total power [mW]	hold slack, ps	util [%]
floorplan	11170	5.94	442	-
global placement	23710	6.88	462	52.5
detailed placement	23740	6.90	468	52.5
CTS	22630	10.8	480	56.0
global route	22170	11.1	492	56.1
finish	21760	10.9	476	56.2
==> synthesized netlist by cell type, types with 160 or more instances <==
library cell,number,area [um^2]
buf_2,225,1130
clkbuf_1,788,2960
nand3_1,288,1440
nor2_1,449,1690
a21oi_1,346,1730
nand4_1,185,1160
buf_6,160,1800
nor3_1,194,971
o21ai_0,183,916
mux2i_1,363,3630
a22o_1,477,4180
a22oi_1,1016,7630
edfxtp_1,3840,115000
a221oi_1,535,4690
buf_1,243,912
mux2_2,444,5000
mux2_1,1735,19500
nand2_1,413,1550
o22ai_1,182,1140
==> flip-flops by register name (all words and copies together) (netlist names) <==
signal,flops
current_pc,32
fifo_pointer,32
btb_tag,1664
btb_predictor,128
btb_valid,64
btb_target_pc,2048
==> worst max path at each step <==
stage                  from          endpoint  slack, ps  depth (start not counted)
CTS           current_pc[3]  predicted_pc[28]      22630                         21
global route  current_pc[3]  predicted_pc[23]      22170                         21
finish        current_pc[3]  predicted_pc[23]      21760                         21
==> layout make-up <==
cell class | count | area, um^2 | area share, %
clock buffers | 537 | 11500 | 5.18
flip-flops and latches | 3968 | 119000 | 53.6
multi-input cells | 8794 | 73400 | 33.2
repair buffers | 1025 | 7990 | 3.61
inverters | 55 | 224 | 0.101
clock inverters | 259 | 2360 | 1.07
well taps | 5220 | 6530 | 2.95
diodes | 299 | 748 | 0.338
==> cells in the final DEF (no fill, tap or decap), drive strengths merged, types with 66 or more instances in the layout <==
cell and n:
a211oi 75, a21oi 362, a221oi 535, a222oi 145, a22o 477, a22oi 1016
a311oi 83, a31oi 81, and3 127, buf 955, clkbuf 538, clkdlybuf4s50 69
clkinv 192, dfrtp 128, diode 299, edfxtp 3840, inv 66, mux2 2179
mux2i 363, nand2 413, nand3 288, nand3b 72, nand4 186, nor2 450
nor3 198, o21ai 232, o22ai 182, xnor2 107
==> power by group through the flow <==
stage	clock, mW	sequential (mW)	combinational (mW)
after global routing	4.07	4.86	2.13
final	3.93	4.84	2.15
after CTS	3.93	4.83	2.00
==> per-layer routing <==
metal | vias to the layer above | GRT usage [%] | routed length, um
li1 | 59000 | - | -
met3 | 4629 | 45.3 | 197000
met1 | 77100 | 59.5 | 299000
met4 | 171 | 43.2 | 106000
met2 | 15800 | 71.1 | 421000
met5 | - | 14.8 | 6140
Power and IR drop assume default switching activity.
